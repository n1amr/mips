**./design.v**
```verilog
module Adder(a, b, result);
  input [31:0] a, b;
  output  [31:0] result;
  assign #50 result = a + b;
endmodule
module Adder_testbench();
  reg [31:0] a, b;
  wire [31:0] result;
  Adder adder(a, b, result);
  initial begin
    a <= 4;
    b <= 1;
    #5 b = 4;
    #5 b = 8;
    #5 a = -4;
  end
endmodule
```
**./run.sh**
```bash
#!/bin/bash
# OpenROAD 26Q1-2900-gdf79404cd8, Yosys 0.63+post, stock flow scripts
make -C /OpenROAD-flow-scripts/flow DESIGN_CONFIG=/design/flow/config.mk WORK_HOME=/design/flow/orfs finish
```
**./config.mk**
```make
export PLATFORM = sky130hd
export DESIGN_NAME = Adder
export DESIGN_NICKNAME = Adder
export VERILOG_FILES = /design/flow/design.v
export SDC_FILE = /design/flow/constraint.sdc
export NUM_CORES = 4
export LEC_CHECK = 1
export CORE_AREA = 10 10 85 85
export DIE_AREA = 0 0 95 95
```
**./constraint.sdc**
```tcl
current_design Adder

set clk_period 24.1
set clk_io_pct 0.2

create_clock -name clk0 -period $clk_period

set non_clock_inputs [all_inputs -no_clocks]
set_input_delay [expr $clk_period * $clk_io_pct] -clock clk0 $non_clock_inputs
set_output_delay [expr $clk_period * $clk_io_pct] -clock clk0 [all_outputs]
```
==> run_results.csv <==
group,metric,value,unit
run_status,outcome,"finished, final reports clean",
route,antenna_cells,0,
global_route,grt_pass1_wl,9490,um
worst_setup_path,start_kind,"input pin",
worst_setup_path,cp_max_fo,4,
route,wirelength,5840,um
timing,finalMaxSlewViolations,0,
placed_design,dp.cells,398,
synth,most_common_cell,"ha_1",
timing,fin_crit_sh,52.0,%
finish,final_layout_size_suffix_gt1_share,3.07,%
global_route,grt_overflow_total,0,
power,p_int,0.0483,mW
clock_tree,cts_setup_buffers,0,
synth,yosys.area_share.simple,18.3,%
timing,worst_slew_pin_slew,0.523,ns
timing,clock.fmax,0.0797,GHz
synth,top_area_share,22.2,%
synth,synthCells,241,
floorplan,io_pins,96,
global_route,grt_antenna_before_repair,0,
synth,topCombFamilyByArea,"AND-OR/OR-AND gates",
synth,aoi_share,39.3,%
power,pwr-share-comb,100.0,%
power,finalPower,0.0800,mW
global_route,grt_max_degree,11,
worst_setup_path,critPathCaptureType,"primary output",
route,routed_via_density,5.22,
synth,syn_area,1740,um^2
route,route.met3.wl,465,um
synth,ys_seq_share,0,%
synth,top_area_cell,"ha_1",
route,postRouteAntennaNets,0,
worst_setup_path,worst_ep_arrival_time,7.72,ns
power,p_per_area,29.1,nW/um^2
synth,syn_area_per_cell,7.24,um^2
synth,synth_adder_area_share,23.4,%
synth,yosys_cells,241,
timing,relSlewSlack,64.2,%
synth,synth_warnings,0,
floorplan,rows,27,
min_path,hp-class,"input pin to primary output",
route,wire_per_inst,14.7,um
finish,fin_cells,398,
finish,flop-count,0,
power,power_leakage,1.18,nW
finish,fill_cells,569,
worst_setup_path,cp.buffers_inverters,2,
timing,hold_viol,0,
floorplan,coreArea,5470,um^2
clock_tree,ctsHoldBuffers,0,
placed_design,port_buffers,96,
finish,ff_latch_area,0,um^2
route,top_layer_used,"met4",
worst_setup_path,cp_common_cell,"clkdlybuf4s50_1",
route,vias,2079,
worst_setup_path,critPathKind,"input pin to primary output",
synth,mux_share,1.15,%
synth,synth-xor-area-share,14.1,%
power,switchingPower,0.0318,mW
floorplan,die_y,95,um
worst_setup_path,critical-path-max-stage-delay,0.49,ns
finish,fin_util,50.3,%
global_route,grt_usage,12.4,%
synth,synthTopCellsByArea,"ha_1 (22%), a21oi_1 (8.3%), a21o_1 (8.2%), xor2_1 (7.5%), xnor2_1 (6.5%)",
placed_design,gp_congestion,0.925,
clock_tree,cts_resized,0,
route,dr_wl_met2,2550,um
power,p_seq_share,0,%
floorplan,die_w,95,um
worst_setup_path,path_cells,"clkdlybuf4s50_1, ha_1, fa_1, a21o_1, a31o_2, nand3_1, o221ai_1, a311oi_1, o21bai_1, xor2_1, clkdlybuf4s50_1",
finish,clock_buffers,0,
timing,setup_viol,0,
power,p_sw_share,39.7,%
route,drt_iter0_markers,54,
finish,synthToLayoutAreaGrowth,57.7,%
worst_setup_path,cpMaxStageDelayCell,"clkdlybuf4s50_1",
power,ir_drop,0.0000118,V
run,drv_cap,0,
power,clock_power_share,0,%
floorplan,core_util_floorplan,31.9,%
worst_setup_path,crit_family,"AND-OR/OR-AND gates",
route,met1_length,2800,um
worst_setup_path,worstPathRequired,19.28,ns
synth,yosys_area,1740,um^2
global_route,grt_pass1_vias,2036,
synth,ys_types,50,
floorplan,die_area,9030,um^2
finish,logic_area,1680,um^2
timing,fin_tns_setup,0,ns
synth,synthTopCellsByCount,"ha_1 (31), a21oi_1 (29), a21o_1 (19), nand2_1 (18), xor2_1 (15)",
run,warning_count,32,
placed_design,hpwl,5120,um
timing,finalCriticalPeriod,12.54,ns
route,dr.pass1.iters,4,
route,drc,0,
timing,rsz0062_at_grt,"false",
-- power groups by stage --
stage         registers (mW)  logic, mW  clock network, mW
finish                     0     0.0800                  0
global route               0     0.0892                  0
CTS                        0     0.0814                  0
-- worst min-delay path, delay by kind of cell --
family,cells,cell delay [ns]
buffers and inverters,2,0.92
adders and majority gates,1,0.11
-- layout make-up --
cell class | count | area share, %
inverters | 6 | 0.819
multi-input cells | 224 | 61.0
repair buffers | 96 | 34.9
well taps | 72 | 3.27
-- per-stage QoR --
| step | setup slack [ns] | cell area [um^2] | hold WS, ns |
|---|---|---|---|
| 2_1_floorplan | 12.63 | 1740 | 9.71 |
| 3_3_place_gp | 11.55 | 2750 | 10.68 |
| 3_5_place_dp | 11.52 | 2750 | 10.69 |
| 4_1_cts | 11.52 | 2750 | 10.68 |
| 5_1_grt | 11.32 | 2750 | 10.71 |
| 6_report | 11.56 | 2750 | 10.67 |
-- metal layers --
| layer | up-vias | track usage (%) |
|---|---|---|
| li1 | 1103 | - |
| met1 | 913 | 16.3 |
| met2 | 61 | 21.1 |
| met3 | 2 | 2.88 |
| met4 | 0 | 0.623 |
| met5 | - | 0 |
-- cells by family (layout without fill, tap and decap cells) --
kind of cell    Yosys count  in the layout
compound gates           97             97
fa+ha+maj                32             32
xor+xnor                 28             28
mux                       2              2
simple gates             65             65
buf+inv                  17            102
-- cells in the final DEF (no fill, tap or decap), types with 4 or more instances in the layout --
| cell type | netlist | final |
|---|---|---|
| xnor2_1 | 13 | 13 |
| o21ai_0 | 13 | 13 |
| ha_1 | 31 | 31 |
| a21oi_1 | 29 | 29 |
| a21o_1 | 19 | 19 |
| clkdlybuf4s50_1 | 0 | 96 |
| nand2_1 | 18 | 18 |
| inv_1 | 6 | 6 |
| nand3_1 | 10 | 10 |
| o21bai_1 | 4 | 4 |
| nand4_1 | 8 | 8 |
| nor2_1 | 12 | 12 |
| nor3_1 | 4 | 4 |
| xor2_1 | 15 | 15 |
-- worst paths after layout --
check / cells after the start / start / slack, ns / end
worst max-delay path: 11 / a[0] / 11.56 / result[26]
worst min-delay path: 3 / b[0] / 10.67 / result[0]
Power is estimated from default activity; no workload was simulated.
